==> flow/design.v <==
module fifo_sync
    #( parameter FIFO_DEPTH = 8,
	   parameter DATA_WIDTH = 32)
	(input clk, 
     input rst_n,
     input cs,      
     input wr_en, 
     input rd_en, 
     input [DATA_WIDTH-1:0] data_in, 
     output reg [DATA_WIDTH-1:0] data_out, 
	 output empty,
	 output full); 
    localparam FIFO_DEPTH_LOG = $clog2(FIFO_DEPTH);
	reg [DATA_WIDTH-1:0] fifo [0:FIFO_DEPTH-1];
	reg [FIFO_DEPTH_LOG:0] write_pointer;
	reg [FIFO_DEPTH_LOG:0] read_pointer;
    always @(posedge clk or negedge rst_n) begin
	    if(!rst_n)
		    write_pointer <= 0;
		else if (cs && wr_en && !full)
	        write_pointer <= write_pointer + 1'b1;
	end
	always @(posedge clk or negedge rst_n) begin
	    if(!rst_n)
		    read_pointer <= 0;
		else if (cs && rd_en && !empty)
	        read_pointer <= read_pointer + 1'b1;
	end
    assign empty = (read_pointer == write_pointer);
	assign full  = (read_pointer == {~write_pointer[FIFO_DEPTH_LOG], write_pointer[FIFO_DEPTH_LOG-1:0]});
    always @(posedge clk) begin
	    if (cs && wr_en && !full)
	        fifo[write_pointer[FIFO_DEPTH_LOG-1:0]] <= data_in;
	end
	always @(posedge clk or negedge rst_n) begin
	    if (!rst_n)
		    data_out <= 0;
		else if (cs && rd_en && !empty)
	        data_out <= fifo[read_pointer[FIFO_DEPTH_LOG-1:0]];
	end
endmodule
==> flow/run.sh <==
#!/bin/bash
# OpenROAD 26Q1-2900-gdf79404cd8, Yosys 0.63+post, stock flow scripts
make -C /OpenROAD-flow-scripts/flow DESIGN_CONFIG=/design/flow/config.mk WORK_HOME=/design/flow/orfs finish
==> flow/config.mk <==
export PLATFORM = sky130hd
export DESIGN_NAME = fifo_sync
export DESIGN_NICKNAME = fifo_sync
export VERILOG_FILES = /design/flow/design.v
export SDC_FILE = /design/flow/constraint.sdc
export NUM_CORES = 4
export LEC_CHECK = 1
export CORE_UTILIZATION = 40
==> flow/constraint.sdc <==
current_design fifo_sync

set clk_period 12.5
set clk_io_pct 0.2

create_clock -name clk0 -period $clk_period [get_ports {clk}]

set non_clock_inputs [all_inputs -no_clocks]
set_input_delay [expr $clk_period * $clk_io_pct] -clock clk0 $non_clock_inputs
set_output_delay [expr $clk_period * $clk_io_pct] -clock clk0 [all_outputs]
==> results.ini <==
[final_timing]
setup_viol=0
hold_viol=0
fmax_ghz=0.202
tightest_slew_ns=0.732
slew_viol_final=0
finalCriticalPeriod_ns=4.95
period_used_pct=39.6
fin_skew_ns=0.00712
setup_tns_ns=0
relSlewSlack_pct=51.2
rsz0062_at_grt=false

[yosys]
top_cells_by_count=edfxtp_1 (256), mux4_2 (64), dfrtp_1 (40), nor2_1 (37)
area_leaders=edfxtp_1 (69%), mux4_2 (13%), dfrtp_1 (8.9%)
yosysUniqueCellTypes=21
syn_inst=525
yosysSeqAreaShare_pct=77.4
synthMostInstantiatedCell=edfxtp_1
async_flop_share_pct=13.5
yosys_most_used_dff=edfxtp_1
ys_chip_area_sq_um=11200
numSynthFlops=296
synth_top_area_share_pct=68.5
synth_area_sq_um=11200
syn_avg_cell_area_sq_um=21.4
edf_count=256
synth_stat.cells=525
synth_warnings=1
yosys.area.top_type=edfxtp_1

[grt]
grt_max_degree=41
grt_pass1_vias=5743
grt-ovfl-total=0
grt_pass1_wl_microns=31900
antenna_found_initial=0
grt_usage_pct=16.3

[worst_setup_path]
arrival_ns=2.45
critical_path_class=flop to output port
crit_start=read_pointer[0]
worstPathRequired_ns=10.00
cp_slowest_cell=dfrtp_4
crit_fanout=34
path_cells=xnor2_2 > nand2_1 > nor3_1 > clkdlybuf4s50_1
crit-reg2reg-launch=read_pointer[2]
start_kind=flop
critPathMaxStageDelay_ns=0.88
cp-end-kind=output port

[clock_network]
clk_latency_ns=0.54
cts.htree.levels=1
cts_hold_buf=0
cts_tree=built
post_cts_buffers=0
clock-sinks=296
cts_buffer_depth=3
clk_pin_slew_worst_paths_ns=0.06
root_buffer=clkbuf_16
cts_buffers=30
cts-resized-gates=0

[place]
dp_cells=954
place_congestion=0.765
dpl.hpwl_microns=11700
io_buffers=70
dpl_cell_area_sq_um=12400

[power]
power_mw=2.98
irDropWorstVdd_v=0.000115
cellPowerDensity_nw_per_um2=222
power.leakage_nw=4.44

[detailed_routing]
viasPerCell=5.11
dr.pass1.iters=5
drtAntennaViolNets=0
wl_per_cell_microns=20.2
num_vias=5165
drt_iter0_drc=335
n_antenna_cell=0
drc=0
routed_wl_microns=20400

[floorplan]
pin_count=71
die_x_microns=169
dieHeight_microns=169
die_area_sq_um=28700
initCoreUtil_pct=41.2
coreArea_sq_um=27300
num_rows=60

[min_path]
worstHoldPathType=flop to flop
hp-start=data_out[11]

[flow_run]
openroad.warnings=25
cap_violations=0

[layout]
fin_area_sq_um=13500
layout.cells.non_filler=1010
synthToLayoutAreaGrowth_pct=19.9
drive_gt1_share_pct=23.7

[status]
status=finished, final reports clean

## cells by family (layout without fill, tap and decap cells)
group	count (synthesis)	in the layout	share of synthesized area [%]
compound gates	34	34	1.72
xor+xnor	12	12	1.14
fa+ha+maj	2	2	0.223
buf+inv	30	143	1.66
flops	296	296	77.4
mux	98	98	15.9
simple gates	53	53	1.93
## area by class of cell
class | count | area [sq um]
inverter | 1 | 3.75
multi-input combinational | 199 | 2400
timing repair buffer | 86 | 816
clock inverter | 19 | 206
sequential | 296 | 8700
clock buffer | 37 | 858
tap | 372 | 465
fill | 2111 | 13800
## path summary, 6_finish.rpt
check	cells after the start	to	slack (ns)
setup / recovery	4	full	7.55
hold / removal	2	data_out[11]	0.53
setup reg to reg	6	fifo[2][16]	9.45
hold reg to reg	2	data_out[11]	0.53
max in group asynchronous	2	read_pointer[0]	10.00
min in group asynchronous	2	data_out[14]	2.05
## metal layers
layer	global-route usage [%]	wire, microns	vias to the layer above
met5	0	0	-
met4	3.17	478	0
met3	7.74	1870	36
met2	25.6	10100	239
met1	22.6	8010	2588
li1	-	-	2302
## layout by cell type (no fill, tap or decap)
cell / Yosys / layout
buf_2: 17 / 1
clkdlybuf4s50_1: 0 / 69
clkbuf_8: 0 / 6
clkbuf_16: 0 / 31
dfrtp_2: 0 / 1
ha_1: 2 / 2
nor3_1: 4 / 2
mux2_1: 2 / 2
bufinv_16: 0 / 4
dfrtp_4: 0 / 2
nor2_1: 37 / 32
mux4_2: 64 / 64
a41oi_4: 0 / 1
clkinv_4: 0 / 1
buf_4: 2 / 16
nand4_1: 2 / 2
nand2b_1: 3 / 3
xor2_1: 4 / 4
nand2_1: 7 / 7
a21oi_1: 32 / 32
clkinv_1: 0 / 2
a41oi_2: 2 / 1
inv_2: 0 / 1
clkinv_2: 0 / 8
xnor2_1: 5 / 5
xnor2_2: 3 / 3
nor3_2: 0 / 2
clkinvlp_4: 0 / 4
mux2i_1: 32 / 32
dfrtp_1: 40 / 37
edfxtp_1: 256 / 256
nor2_4: 0 / 5
## per-stage QoR
stage	util [%]	setup WS, ns	hold slack, ns
floorplan	-	6.85	0.470
global placement	45.5	7.60	0.508
detailed placement	45.5	7.58	0.518
CTS	49.4	7.45	0.533
finish	49.4	7.55	0.528
global route	49.4	7.35	0.555
## power by group
| part | internal (mW) | switching [mW] | leakage (nW) |
|---|---|---|---|
| sequential | 1.21 | 0.112 | 2.75 |
| combinational | 0.406 | 0.324 | 1.17 |
| clock | 0.568 | 0.358 | 0.521 |
## flip-flops by register name (all words and copies together), names as in the netlist
name	count
data_out	32
fifo	256
read_pointer	4
write_pointer	4
## worst max-delay path: cells and delay by family (launching register included)
kind	cells	cell delay, ns
xor gates and xnor gates	1	0.24
buffers and inverters	1	0.49
DFF	1	0.88
and+or+nand+nor	2	0.28
Power is estimated from default activity; no workload was simulated.
