$ cat run.sh
#!/bin/bash
# OpenROAD 26Q1-2900-gdf79404cd8, Yosys 0.63+post, stock flow scripts
make -C /OpenROAD-flow-scripts/flow DESIGN_CONFIG=/design/flow/config.mk WORK_HOME=/design/flow/orfs finish
$ cat config.mk
export PLATFORM = sky130hd
export DESIGN_NAME = ram_sp_sync_read
export DESIGN_NICKNAME = ram_sp_sync_read
export VERILOG_FILES = /design/flow/design.v
export SDC_FILE = /design/flow/constraint.sdc
export NUM_CORES = 4
export LEC_CHECK = 1
export CORE_UTILIZATION = 30
$ cat constraint.sdc
current_design ram_sp_sync_read

set clk_period 4.8
set clk_io_pct 0.2

create_clock -name clk0 -period $clk_period [get_ports {clk}]

set non_clock_inputs [all_inputs -no_clocks]
set_input_delay [expr $clk_period * $clk_io_pct] -clock clk0 $non_clock_inputs
set_output_delay [expr $clk_period * $clk_io_pct] -clock clk0 [all_outputs]
$ cat design.v
module ram_sp_sync_read(
    input clk,
	input [7:0] data_in,   
	input [3:0] address,   
	input write_en,        
	output [7:0] data_out  
    );
	reg [7:0] ram [0:15];
	reg [3:0] addr_buff;
	always @(posedge clk) begin
	    if (write_en) begin
		    ram[address] <= data_in;
	    end
		addr_buff <= address;
	end
	assign data_out = ram[addr_buff];
endmodule
==> qor.yml <==
run_status: "complete, no violations"
antenna_found_initial: 0
synth_cell_types: 19
ant_nets: 0
layout.cells.most_common_list: "edfxtp_1, clkdlybuf4s50_1, mux4_2, buf_4, clkbuf_16"
critPathSlowestCell: "dfxtp_2"
syn_area_mm2: 0.00507
synth-area-yosys_mm2: 0.00507
synth_cells: 225
post_cts_buffers: 0
setup_viol_count_final: 0
rows: 47
worstPathRequired_ps: 3840
cts_hold_buffers: 0
arrival_ps: 2940
cts-root-buf: "clkbuf_16"
crit_fanout: 17
vias: 2381
hold-path-cell-count: 1
min_from: "address[2]"
setup_slack_ps: 901
hp-class: "input pin to flop"
antenna_cells: 0
cts_buffers: 17
critPathKind: "flop to primary output"
port_buffers: 21
ys_warn_count: 1
die-area_mm2: 0.0174
max_clock_freq_ghz: 0.257
wire_per_inst_um: 19.7
dp_hpwl_um: 6490
finalCoreUtilization_pct: 37.1
gr-total-overflow: 0
end_kind: "primary output"
fp_util_pct: 30.7
tritoncts: "yes"
path_buffers: 2
io_pins: 22
min_period_ps: 3900
clkSinkCount: 132
worstSetupStartpointType: "flop"
largest-register: "ram"
wirelength_um: 9990
largest_reg_flops: 128
post_cts_resized: 0
coreArea_mm2: 0.0165
postSynthAreaPerCell_um2: 22.5
via_per_inst: 4.71
reg.largest.list: "ram x128"
firstDrtPassIters: 4
clock_path_buffers: 2
drive_gt1_share_pct: 23.1
drt_iter0_drc: 136
fin_tns_setup_ps: 0
ys_ff: 132
crit_chain: "buf_4 -> mux4_1 -> a22oi_1 -> nand2_1 -> clkdlybuf4s50_1"
crit_family: "buffers and inverters"
die_y_um: 132
finalHoldViolCount: 0
drv_slew: 0
place.gp.congestion: 0.781
slowest_delay_ps: 730
rsz0062_at_grt: "false"
grt_usage_pct: 13.0
pre_cts_ws_ps: 1230
ys_seq_share_pct: 77.4
ys_cells: 225
warnings: 25
die_x_um: 132
max_slew.worst_pin.slew_ps: 913
grt_pass1_wl_um: 15300
cts_max_level: 4
power_density_mw_per_mm2: 418
grt_max_degree: 33
syn_to_final_growth_pct: 21.0
ir_drop_v: 0.000252
p_leak_nw: 1.99
grt_pass1_vias: 2659
maxCapViolCount: 0
drc_errors: 0
relSlewSlack_pct: 38.7
clkTransAtPathRegs_ps: 50
finalClockPeriodUsage_pct: 81.2
final_common_cell: "edfxtp_1"
power breakdown:
part	internal (mW)	switching, mW	total [mW]
sequential	1.29	0.00939	1.30
combinational	0.0618	0.0640	0.126
clock	0.703	0.436	1.14
routing by layer:
metal  up-vias  GRT usage [%]  wire length (µm)
li1       1061              -                 -
met1      1176           15.6              3720
met2       134           18.8              4560
met3        10           10.8              1550
met4         0           1.94               164
met5         -              0                 0
cell usage after synthesis (all sizes together):
cell | n | share of area (%)
nand2b | 2 | 0.25
nand3 | 1 | 0.099
nor2 | 13 | 0.96
clkdlybuf4s25 | 3 | 0.59
nand2 | 9 | 0.67
nand3b | 2 | 0.30
edfxtp | 128 | 76
nor2b | 1 | 0.12
dfxtp | 4 | 1.6
and2 | 1 | 0.12
and2b | 1 | 0.15
buf | 7 | 1.1
a22oi | 16 | 2.4
mux4 | 32 | 15
or3b | 1 | 0.17
nor3 | 4 | 0.40
final cells by class:
class | instances | area [µm²]
clock buffer | 21 | 440
clock inverter | 11 | 87.6
tap | 220 | 275
sequential | 132 | 3930
fill | 1474 | 10400
timing repair buffer | 39 | 345
multi-input combinational | 83 | 1060
metrics by stage:
stage               total power, mW  std cells  hold WS (ps)  cell area [µm²]
floorplan                      1.38        225           988             5070
global placement               1.45        474          1550             5600
detailed placement             1.45        474          1560             5600
CTS                            2.59        506          1140             6130
global route                   2.65        506          1160             6130
finish                         2.56        506          1160             6130
worst max-delay path by stage:
stage	depth (start not counted)	to	slack, ps
CTS	5	data_out[5]	790
global route	5	data_out[5]	690
finish	5	data_out[5]	900
cells by family after synthesis:
group | after synthesis | synth area share, %
DFF | 132 | 77.4
muxes | 32 | 15.3
AOI/OAI and AO/OA | 16 | 2.37
and+or+nand+nor | 35 | 3.23
buffers and inverters | 10 | 1.70
No activity file was given, so power comes from the tool's default toggle rates.
