$ cat flow/run.sh
#!/bin/bash
# OpenROAD 26Q1-2900-gdf79404cd8, Yosys 0.63+post, stock flow scripts
make -C /OpenROAD-flow-scripts/flow DESIGN_CONFIG=/design/flow/config.mk WORK_HOME=/design/flow/orfs finish
$ cat flow/config.mk
export PLATFORM = sky130hd
export DESIGN_NAME = ram_sp_async_read
export DESIGN_NICKNAME = ram_sp_async_read
export VERILOG_FILES = /design/flow/design.v
export SDC_FILE = /design/flow/constraint.sdc
export NUM_CORES = 4
export LEC_CHECK = 1
export CORE_UTILIZATION = 40
$ cat flow/constraint.sdc
current_design ram_sp_async_read

set clk_period 3.0
set clk_io_pct 0.2

create_clock -name clk0 -period $clk_period [get_ports {clk}]

set non_clock_inputs [all_inputs -no_clocks]
set_input_delay [expr $clk_period * $clk_io_pct] -clock clk0 $non_clock_inputs
set_output_delay [expr $clk_period * $clk_io_pct] -clock clk0 [all_outputs]
$ cat flow/design.v
module  ram_sp_async_read(
    input clk,
    input [7:0] data_in,
    input [3:0] address,
    input write_en,
    output [7:0] data_out
);
    reg [7:0] ram [0:15];  
    always @(posedge clk) begin
        if(write_en) begin
            ram[address] <= data_in;
        end
    end
    assign data_out = ram[address];
endmodule
==> impl_metrics.py <==
# Physical implementation metrics
metrics = {
    "global_route": {
        "grt_pass1_wl_um": 14400,
        "antenna_found_initial": 0,
        "grt_overflow_total": 0,
        "grt_max_degree": 40,
        "grt_pass1_vias": 2629,
        "grt_usage": 0.170,
    },
    "sta": {
        "setup_tns_ps": 0,
        "slew_violations": 0,
        "max_freq_mhz": 350,
        "hold_viol_final": 0,
        "grt_setup_unrepaired": "false",
        "finalClockPeriodUsage": 0.953,
        "relSlewSlack": 0.621,
        "tightestPinTransition_ps": 567,
        "period_needed_ps": 2860,
        "hold_ws_ps": 977,
        "setup_viol": 0,
    },
    "floorplanning": {
        "die_y_um": 113,
        "die_area_um2": 12700,
        "fp_util": 0.410,
        "io_pins": 22,
        "fp.dieW_um": 113,
        "rows": 40,
        "core-area_um2": 12000,
    },
    "synth": {
        "postSynthCellCount": 222,
        "yosysUniqueCellTypes": 17,
        "syn_area_um2": 4910,
        "avgSynthCellArea_um2": 22.1,
        "ys.flops": 128,
        "synth-seq-area-share": 0.783,
        "synth_stat.cells": 222,
        "yosys_area_um2": 4910,
        "yosys_warnings": 1,
    },
    "placed_design": {
        "place_area_um2": 5430,
        "place_congestion": 0.751,
        "io_buffers": 21,
        "dpl.hpwl_um": 5610,
    },
    "cts": {
        "clock_path_buffers": 2,
        "h-tree-depth": 4,
        "holdBufCountCts": 0,
        "tritoncts": "done",
        "cts_root_buf": "clkbuf_16",
        "clkSinkCount": 128,
        "postCtsSetupRepairBufs": 0,
        "clk_pin_slew_ps": 60,
        "numCtsBuffers": 17,
    },
    "setup_path": {
        "path_buffers": 3,
        "critical_path_depth": 6,
        "critical-path-top-delay-family": "buffers and inverters",
        "cp_max_fo": 8,
        "crit_chain": "buf_2, buf_4, mux4_2, a22oi_1, nand2_1, clkdlybuf4s50_1",
        "required_ps": 2400,
        "worstSetupPathType": "input pin to output port",
        "start_kind": "input pin",
        "cp-end-kind": "output port",
        "slowest_stage": "mux4_2",
        "cp-startpoint": "address[0]",
        "critical_path.endpoint": "data_out[4]",
        "crit_arrival_ps": 2260,
        "max_stage_delay_ps": 540,
    },
    "pwr": {
        "ir_worst_vdd_mv": 0.361,
        "power_density_nw_per_um2": 719,
        "seqPwrFrac": 0.463,
        "swShare": 0.194,
        "combPwrFrac": 0.049,
        "p_int_w": 0.00350,
        "p_switching_w": 0.000845,
        "p_leak_nw": 1.96,
        "clkPwrFrac": 0.488,
    },
    "routing": {
        "wl_per_cell_um": 21.0,
        "drc": 0,
        "num_vias": 2360,
        "diodes": 0,
        "first_iter_violations": 151,
        "routed_wl_um": 9140,
        "ant_nets": 0,
        "viasPerCell": 5.44,
        "dr.pass1.iters": 4,
    },
    "status": {
        "status": "finished clean",
    },
    "hold_path": {
        "worstHoldStart": "address[0]",
        "hold_class": "input pin to flip-flop",
    },
    "finish": {
        "finish.instance_area_um2": 6050,
        "largest_reg_flops": 128,
        "layout_top_cells": "edfxtp_1, mux4_2, buf_4",
        "top_regs": "ram: 128 flops",
        "n_fill_cell": 892,
        "drive_gt1_frac": 0.307,
        "final_common_cell": "edfxtp_1",
        "area_growth_pct": 23.3,
        "largest_register": "ram",
    },
    "job": {
        "drv_cap": 0,
        "tool_warnings": 25,
    },
}
-- stage by stage --
stage,std cells,worst slack (ps),util,total power (W)
3_3_place_gp,402,100,0.454,0.00227
6_report,434,140,0.506,0.00435
4_1_cts,434,38.8,0.506,0.00439
2_1_floorplan,222,771,-,0.00216
5_1_grt,434,15.3,0.506,0.00448
3_5_place_dp,402,33.6,0.454,0.00227
-- kinds of logic (layout without fill, tap and decap cells) --
| logic type | Yosys count | in the layout | synth area share |
|---|---|---|---|
| compound gates | 16 | 16 | 0.0245 |
| buf+inv | 11 | 76 | 0.0122 |
| flops | 128 | 128 | 0.783 |
| mux | 32 | 32 | 0.147 |
| simple gates | 35 | 35 | 0.0331 |
-- synth_stat cells --
cell      count  area share
clkbuf_1      2      0.0015
nor3_1        4      0.0041
nor2_1       13      0.0099
nand3b_1      2      0.0031
nand2b_1      2      0.0025
or3b_2        1      0.0018
clkbuf_2      1      0.0010
buf_6         2      0.0046
mux4_2       32        0.15
nand2_1       9      0.0069
edfxtp_1    128        0.78
a22oi_1      16       0.024
and2_1        1      0.0013
nor2b_1       2      0.0025
buf_2         2      0.0020
nand3_1       1      0.0010
buf_1         4      0.0031
-- worst min-delay path, stage by stage --
cell and delay [ps]:
buf_2 120, buf_12 210, nor3_1 80, buf_4 170
-- cell type report --
type / instances / area (µm²) / area share
sequential: 128 / 3840 / 0.635
multi-input combinational: 83 / 1000 / 0.166
clock buffer: 19 / 433 / 0.0715
timing repair buffer: 44 / 398 / 0.0658
clock inverter: 13 / 188 / 0.0310
tap: 147 / 184 / 0.0304
-- routing by layer --
metal	global-route usage	wire, µm	vias up	share of wire
met1	0.260	3670	1196	0.40
met4	0.0222	116	0	0.013
met3	0.0808	788	10	0.086
met5	0	0	-	0
li1	-	-	1045	-
met2	0.256	4560	109	0.50
-- timing repair --
item	in CTS	in global routing
endpoints found under the setup margin	0	1
endpoints found under the hold margin	0	0
gates resized	0	1
-- worst min path at each step --
stage | end | depth (start not counted) | slack [ps]
final | ram[0][7] | 4 | 980
after global routing | ram[0][7] | 4 | 1000
after CTS | ram[0][7] | 4 | 980
-- power by group through the flow --
stage | clock [W] | sequential [W] | combinational, W
after CTS | 0.00216 | 0.00201 | 0.000219
after global routing | 0.00223 | 0.00202 | 0.000233
final | 0.00212 | 0.00201 | 0.000214
Power and IR drop assume default switching activity.
